==> ./design.v <==
module coinSensor(clk, reset, serialIn, write, penny, nickle, dime, quarter);
	input clk, reset, serialIn, write;
	output reg penny, nickle, dime, quarter;
	reg [9:0] currentCoin;
	reg previousWrite;
	always @ (posedge clk) begin
			penny   = 0;
			nickle  = 0;
			dime    = 0;
			quarter = 0;
		if (reset == 1) begin
			currentCoin = 0;
			previousWrite = 0;
		end  
		else if (reset == 0 && write == 1) begin
			currentCoin = currentCoin >> 1;
			currentCoin[9] = serialIn;
			previousWrite = 1;
		end  
		else if(reset == 0 && write == 0 && previousWrite == 1) begin
			senseCoin(currentCoin, penny, nickle, dime, quarter);
			previousWrite = 0;
		end
	end 
 	task senseCoin;
		input [9:0] currentCoin;
		output penny, nickle, dime, quarter;
		localparam pennyUp = 10'b10_1111_0011, pennyLow = 10'b10_1110_1001,
							 nickleUp = 10'b11_0100_1000, nickleLow = 10'b11_0011_1110,
							 dimeUp = 10'b10_1100_0110, dimeLow = 10'b10_1011_1100,
							 quarterUp = 10'b11_1100_0000, quarterLow = 10'b11_1011_0110;
		begin
		penny = 0;
		nickle = 0;
		dime  = 0;
		quarter = 0;
		if      (currentCoin <= pennyUp && currentCoin >= pennyLow)
			penny = 1;
		else if (currentCoin <= nickleUp && currentCoin >= nickleLow)
			nickle = 1;
		else if (currentCoin <= dimeUp && currentCoin >= dimeLow)
			dime = 1;
		else if (currentCoin <= quarterUp && currentCoin >= quarterLow)
			quarter = 1;
		end  
	endtask
endmodule
module piggyBank(clk, reset, penny, nickel, dime, quarter, apple, banana, carrot, date, credit);
	input clk, reset;
	input penny, nickel, dime, quarter;
	input apple, banana, carrot, date;
	output reg [7:0] credit;
	always @ (posedge clk) begin
		if(reset == 1) begin
			credit = 0;
		end else begin
			if(penny == 1) begin
				if (credit > 254)
					credit <= 255;
				else
					credit = credit + 1;
			end  
			if(nickel == 1) begin
				if (credit > 250)
					credit <= 255;
				else
					credit <= credit + 5;
			end  
			if(dime == 1) begin
				if (credit > 245)
					credit <= 255;
				else
					credit <= credit + 10;
			end  
			if(quarter == 1) begin
				if (credit > 230)
					credit <= 255;
				else
					credit <= credit + 25;
			end  
			if(apple == 1) begin
					credit <= credit - 75;
			end  
			if(banana == 1) begin
				credit <= credit - 20;
			end  
			if(carrot == 1) begin
					credit <= credit - 30;
			end  
			if(date == 1) begin
					credit <= credit - 40;
			end  
		end  
	end 
endmodule
module purchaseManager(clk, reset, buy, product, credit, apple, banana, carrot, date, error);
	input clk, reset;
	input buy;
	input [1:0] product;
	input [7:0] credit;
	output reg apple, banana, carrot, date, error;
	always @ (posedge clk) begin
			apple = 0;
			banana = 0;
			carrot = 0;
			date = 0;
			error = 0;
		if( reset == 0 & buy == 1) begin
			case(product)
				0: begin
						if(credit >= 75) apple = 1;
					 	else error = 1;
					 end
				1: begin
						if(credit >= 20) banana = 1;
					 	else error = 1;
					 end
				2: begin
						if(credit >= 30) carrot = 1;
					 	else error = 1;
					 end
				3: begin
						if(credit >= 40) date = 1;
					 	else error = 1;
					 end
			endcase
		end  
	end  
endmodule
module segment_decoder_7bit(count, a, b, c, d, e, f, g);
	input [3:0] count;
	output a, b, c, d, e, f, g;
	reg a, b, c, d, e, f, g;
	always@*
	begin
		case(count)
			4'h0 : {a,b,c,d,e,f,g} = 7'b000_0001; 
			4'h1 : {a,b,c,d,e,f,g} = 7'b100_1111; 
			4'h2 : {a,b,c,d,e,f,g} = 7'b001_0010; 
			4'h3 : {a,b,c,d,e,f,g} = 7'b000_0110; 
			4'h4 : {a,b,c,d,e,f,g} = 7'b100_1100; 
			4'h5 : {a,b,c,d,e,f,g} = 7'b010_0100; 
			4'h6 : {a,b,c,d,e,f,g} = 7'b010_0000; 
			4'h7 : {a,b,c,d,e,f,g} = 7'b000_1111; 
			4'h8 : {a,b,c,d,e,f,g} = 7'b000_0000; 
			4'h9 : {a,b,c,d,e,f,g} = 7'b000_0100; 
			4'ha : {a,b,c,d,e,f,g} = 7'b000_1000; 
			4'hb : {a,b,c,d,e,f,g} = 7'b110_0000; 
			4'hc : {a,b,c,d,e,f,g} = 7'b011_0001; 
			4'hd : {a,b,c,d,e,f,g} = 7'b100_0010; 
			4'he : {a,b,c,d,e,f,g} = 7'b011_0000; 
			4'hf : {a,b,c,d,e,f,g} = 7'b011_1000; 
		endcase
	end
endmodule
module sevenSegDispMngr(clk, reset, apple, banana, carrot, date, error, credit, digit1, digit0);
	input clk, reset;
	input apple, banana, carrot, date, error;
	input [7:0] credit;
	output [6:0] digit1, digit0;
	reg [3:0] count1, count0;
	reg [7:0] itemReg;
	reg [2:0] counter;
	segment_decoder_7bit decoder1(count1[3:0], digit1[6], digit1[5], digit1[4], digit1[3], digit1[2], digit1[1], digit1[0]);
	segment_decoder_7bit decoder0(count0[3:0], digit0[6], digit0[5], digit0[4], digit0[3], digit0[2], digit0[1], digit0[0]);
	always @ (posedge clk) begin
		count1 = 0;
		count0 = 0;
		if(reset == 0) begin
			if(apple == 1) begin
				itemReg = 8'hAA;
				counter = 6;
			end else if(banana == 1) begin
				itemReg = 8'hBB;
				counter = 6;
			end else if(carrot == 1) begin
				itemReg = 8'hCC;
				counter = 6;
			end else if(date == 1) begin
				itemReg = 8'hDD;
				counter = 6;
			end else if(error == 1) begin
				itemReg = 8'hEE;
				counter = 6;
			end  
			if(counter > 0) begin
				counter = counter - 1;
				count1 = itemReg[7:4];
				count0 = itemReg[3:0];
			end else begin
				count1 = credit[7:4];
				count0 = credit[3:0];
			end  
		end 
	end  
endmodule
module vendingMachine(clk, reset, serialIn, enable, buy, product, digit1, digit0);
	input clk, reset;
	input serialIn;
	input enable;
	input buy;
	input [1:0] product;
	output [6:0] digit1, digit0;
	wire penny, nickel, dime, quarter;
	wire apple, banana, carrot, date, error;
	wire [7:0] credit;
	coinSensor sensor(clk, reset, serialIn, enable, penny, nickel, dime, quarter);
	piggyBank bank(clk, reset, penny, nickel, dime, quarter, apple, banana, carrot, date, credit);
	purchaseManager purchaser(clk, reset, buy, product, credit, apple, banana, carrot, date, error);
	sevenSegDispMngr displayer(clk, reset, apple, banana, carrot, date, error, credit, digit1, digit0);
endmodule
==> ./run.sh <==
#!/bin/bash
# OpenROAD 26Q1-2900-gdf79404cd8, Yosys 0.63+post, stock flow scripts
make -C /OpenROAD-flow-scripts/flow DESIGN_CONFIG=/design/flow/config.mk WORK_HOME=/design/flow/orfs finish
==> ./config.mk <==
export PLATFORM = sky130hd
export DESIGN_NAME = vendingMachine
export DESIGN_NICKNAME = vendingMachine
export VERILOG_FILES = /design/flow/design.v
export SDC_FILE = /design/flow/constraint.sdc
export NUM_CORES = 4
export LEC_CHECK = 1
export CORE_UTILIZATION = 40
==> ./constraint.sdc <==
current_design vendingMachine

set clk_period 5.1
set clk_io_pct 0.2

create_clock -name clk0 -period $clk_period [get_ports {clk}]

set non_clock_inputs [all_inputs -no_clocks]
set_input_delay [expr $clk_period * $clk_io_pct] -clock clk0 $non_clock_inputs
set_output_delay [expr $clk_period * $clk_io_pct] -clock clk0 [all_outputs]
==> flow_metrics.tcl <==
# collected from the flow reports
set metrics [dict create \
    run_status "completed" \
    gpl.final_weighted_congestion 1.00 \
    groute.usage.overall_pct 22.4 \
    finalCoreUtilization_pct 44.3 \
    finalPower_mw 1.04 \
    grt_setup_unrepaired "no" \
    cell_internal_pwr_mw 0.749 \
    wirelength_per_cell_um 17.2 \
    dp_worst_setup_slack_ns 1.12 \
    cts_sinks 54 \
    final_critical_path_setup_slack_ns 1.01 \
    grt.overflow.total 0 \
    power.switching_mw 0.290 \
    drv.max_cap_violation_count 0 \
    place.detailed.hpwl_um 8760 \
    wl_um 11900 \
    layout.filler_cells 1017 \
    critical_path.startpoint_type "register" \
    residual_antenna_violating_net_count_after_detailed_routing 0 \
    port_buffers 20 \
    yosys_register_bits 54 \
    static-leakage-power_nw 1.72 \
    setup_tns_ns 0 \
    cts.htree.levels 2 \
    clock_insertion_delay_worst_skew_ns 0.31 \
    finalHoldViolations 0 \
    io_pins 21 \
    yosysTopAreaCellShare_pct 23.6 \
    sequential_share_of_power_pct 46.6 \
    ys_area_um2 4320 \
    numCtsBuffers 5 \
    cts-root-to-sink-buffers 2 \
    synth_warnings 5 \
    root_buffer "clkbuf_8" \
    post_drt_via_cell_ratio 5.90 \
    buffers_inserted_by_post_cts_timing_repair 0 \
    grt_pass1_wl_um 19600 \
    critPathCaptureType "register" \
    fp-row-count 37 \
    worst_slew_pin_slew_ns 0.966 \
    antenna_found_initial 0 \
    path_class "reg2reg" \
    r2r_setup_slack_ns 1.01 \
    power_density_normalized_to_cell_area_nw_per_um2 225 \
    initial_cell_density_of_the_core_pct 41.5 \
    maxSlewHeadroom_pct 34.9 \
    final-setup-viol-count 0 \
    postSynthSeqShare_pct 25.7 \
    critPathMaxFanout 17 \
    layout.area.seq_um2 1110 \
    ir_worst_vdd_uv 158 \
    skew_ns 0.00858 \
    final_layout_size_suffix_gt1_share_pct 7.96 \
    chipWidth_um 106 \
    combPwrFrac_pct 25.5 \
    synth_stat.cells 559 \
    most-common-layout-cells "nand2_1 (60), nor2_1 (57), dfxtp_1 (51)" \
    grt_max_degree 22 \
    post_synth.cell_area_avg_um2 7.73 \
    synth-main-ff-cell "dfxtp_1" \
    layout.area.comb_um2 2860 \
    drt_drc_violations_left 0 \
    p_clk_share_pct 28.0 \
    min-delay-path-class "reg2reg" \
    chipArea_um2 11200 \
    post_cts.resized_instances 0 \
    cp_data_arrival_time_ns 4.26 \
    post_synth_top_area_cell "dfxtp_1" \
    warnings 40 \
    synthArstFlopShare_pct 0 \
    clock_slew_seen_by_the_registers_of_the_worst_setup_and_hold_paths_ns 0.10 \
    area_growth_syn_to_layout_pct 6.75 \
    synth_cells 559 \
    synth.lib_cells_used.distinct 73 \
    initialDrtViolationCount 392 \
    floorplan.core_area_um2 10400 \
    syn-cell-area_um2 4320 \
    layout_top_cell "nand2_1" \
    drt_pass1_iterations 5 \
    finalCritPeriodShare_pct 80.1 \
    cts_hold_buffers 0 \
    first_global_vias 3841 \
    worst_ep_required_time_ns 5.27 \
    fmax_ghz 0.245 \
    dr_total_vias 4066 \
    maxSlewViolCount 0 \
    switching_share_pct 27.9 \
    floorplan_die_height_um 106 \
    edff_count_synth 3 \
    synthTopCellsByArea "dfxtp_1 (24%), ha_1 (5.5%), nand2_1 (5.2%)" \
    period_minus_slack_ns 4.09 \
    diodes 0 \
    tritoncts "yes" \
]
-- state kept, by name (all words and copies together), names as in the netlist, named ones only --
name and flops:
purchaser.banana 1, digit1 7, sensor.nickle 1, purchaser.carrot 1
purchaser.error 1, displayer.itemReg 5, sensor.quarter 1, purchaser.date 1
digit0 7, sensor.dime 1, purchaser.apple 1, sensor.penny 1
sensor.previousWrite 1, displayer.counter 3, bank.credit 8, sensor.currentCoin 10
-- cells by family (layout without fill, tap and decap cells) --
| kind of cell | Yosys count | count (layout) | synth area share [%] |
|---|---|---|---|
| buf+inv | 68 | 62 | 8.19 |
| simple gates | 213 | 213 | 24.1 |
| compound gates | 155 | 155 | 24.8 |
| fa+ha+maj | 19 | 19 | 5.50 |
| flops | 54 | 54 | 25.7 |
| mux | 22 | 22 | 5.24 |
| xor+xnor | 28 | 28 | 6.46 |
-- path summary, 6_finish.rpt --
kind	from	endpoint	cells after the start
worst max register to register	bank.credit[0]	bank.credit[7]	14
worst min register to register	sensor.previousWrite	sensor.penny	2
worst min-delay path	sensor.previousWrite	sensor.penny	2
worst max-delay path	bank.credit[0]	bank.credit[7]	14
-- layout make-up --
cell class,instances,share of cell area [%]
multi-input cells,437,61.9
flip-flops and latches,54,24.1
repair buffers,30,5.97
well taps,136,3.69
inverters,24,1.95
clock buffers,6,1.57
clock inverters,2,0.814
-- routing by layer --
metal	share of wire (%)	track usage, %	vias to the layer above	wire length [um]
met5	0	0	-	0
met4	2.2	5.36	0	267
met3	7.4	3.13	24	880
met2	46	36.0	148	5440
met1	44	32.2	1899	5280
li1	-	-	1995	-
-- Yosys cell counts (6+ instances only) --
cell type  number
nand2_1        60
nor2_1         57
dfxtp_1        51
o21ai_0        40
a21oi_1        25
inv_1          22
nand3_1        22
ha_1           19
xnor2_1        19
buf_4          18
nor3_1         18
mux2i_1        17
clkbuf_1       13
a31oi_1        12
nand4_1        10
o22ai_1         8
buf_2           7
nand2b_1        6
o211ai_1        6
o21a_1          6
xor2_1          6
-- power by group through the flow --
stage | logic [mW] | registers (mW) | clock network (mW)
CTS | 0.265 | 0.485 | 0.301
finish | 0.265 | 0.484 | 0.290
global route | 0.299 | 0.488 | 0.311
-- worst max-delay path, cell delays in order (launching register included) --
cell and delay, ns:
dfxtp_1 0.61, inv_1 0.16, ha_1 0.25, nand4b_1 0.23, or3_1 0.67, nand2_1 0.29
inv_1 0.06, ha_1 0.23, and2_1 0.19, nor2_1 0.09, nand3_1 0.13, a211oi_1 0.54
o21ai_0 0.19, o2111ai_1 0.16, a41oi_1 0.14
-- stage by stage --
stage / area, um^2 / std cells / hold WS, ns
after floorplan: 4320 / 559 / 0.419
after global placement: 4500 / 681 / 0.446
after detailed placement: 4500 / 681 / 0.451
after CTS: 4610 / 689 / 0.476
after global routing: 4610 / 689 / 0.498
final: 4610 / 689 / 0.466
No activity file was given, so power comes from the tool's default toggle rates.
